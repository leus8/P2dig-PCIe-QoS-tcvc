$ cat ./design.v
module VC0 #(
parameter		BW16=6,	 
parameter [5:0]	LEN=16,
parameter TOL = 1)
    (
	input				clk, reset_L,
	input				valid_in_vc0,
	input	 [(BW16-1):0]	data_in_vc0,
	input				VC0_rd,
	output	[(BW16-1):0]	VC0_data_out,
	output  			VC0_error_output,
	output   				VC0_full,
	output   				VC0_empty,
	output   				VC0_almost_full,
	output   				VC0_almost_empty);
fifo16 #(.BW(BW16), .LEN(LEN), .TOL(TOL)) VC0  (
	 .fifo_data_out			(VC0_data_out[(BW16-1):0]),
	 .error_output			(VC0_error_output),
	 .fifo_full			(VC0_full),
	 .fifo_empty			(VC0_empty),
	 .fifo_almost_full		(VC0_almost_full),
	 .fifo_almost_empty		(VC0_almost_empty),
	 .clk				(clk),
	 .reset_L			(reset_L),
	 .fifo_wr			(valid_in_vc0),
	 .fifo_data_in			(data_in_vc0[(BW16-1):0]),
	 .fifo_rd			(VC0_rd)) ;
endmodule
module fifo16 #(
parameter		BW=6,	 
parameter [5:0]	LEN=16,
parameter TOL = 1)
(
	input	wire			clk, reset_L,
	input	wire			fifo_wr,
	input	wire [(BW-1):0]	fifo_data_in,
	input	wire			fifo_rd,
	output	reg [(BW-1):0]	fifo_data_out,
	output  reg 			error_output,
	output   				fifo_full,
	output   				fifo_empty,
	output   				fifo_almost_full,
	output   				fifo_almost_empty);
	reg	[(LEN-1):0] rdaddr, wraddr, o_fill;
	reg	[(BW-1):0]	mem	[0:(LEN-1)];
	reg overrun, underrun;
	wire full, empty;
	wire [(LEN-1):0] nxtaddr;
	always @(posedge clk)
		if (fifo_wr)
			mem[wraddr] <= fifo_data_in;
	always @(*) begin
		fifo_data_out = 0;
		if (fifo_rd) begin
			fifo_data_out = mem[rdaddr];
		end
	end
	always @(posedge clk)
		if (~reset_L)
		begin
			wraddr <= 0;
			overrun  <= 0;
		end else if (fifo_wr)
		begin
			if ((!full)||(fifo_rd)) begin
				if (wraddr == LEN-1) begin
					wraddr <=0;
				end else begin
					wraddr <= (wraddr + 1'b1);
				end
				overrun <= 0;
			end
			else
				overrun <= 1'b1;
		end
	always @(posedge clk)
		if (~reset_L)
		begin
			rdaddr <= 0;
			underrun <= 0;
		end else if (fifo_rd)
		begin
			if (!empty) begin
				if (rdaddr == LEN-1)begin
					rdaddr <= 0;
				end else begin
					rdaddr <= rdaddr + 1'b1;
				end
				underrun <= 0;
			end
			else
				underrun <= 1'b1;
		end
	always @(posedge clk) begin
		if (~reset_L)
		begin
			o_fill <= 0;
		end else casez({ fifo_wr, fifo_rd, !full, !empty })
		4'b01?1: o_fill <= o_fill - 1'b1;	 
		4'b101?: o_fill <= o_fill + 1'b1;	 
		4'b1110: o_fill <= o_fill + 1'b1;	 
		default: o_fill <= o_fill;	 
		endcase
	end
	always @(*)begin
		error_output <= underrun | overrun;
	end
	always @(posedge clk) begin
		if (fifo_almost_full) begin
		end
	end
	assign	nxtaddr = wraddr + 1'b1;
	assign	full  = (o_fill == LEN);
	assign	empty = (o_fill == 0);
	assign  fifo_full = full;
	assign  fifo_empty = empty;
	assign 	fifo_almost_empty = (o_fill == 1);
	assign 	fifo_almost_full = (o_fill == 15);
endmodule
$ cat ./run.sh
#!/bin/bash
# OpenROAD 26Q1-2900-gdf79404cd8, Yosys 0.63+post, stock flow scripts
make -C /OpenROAD-flow-scripts/flow DESIGN_CONFIG=/design/flow/config.mk WORK_HOME=/design/flow/orfs finish
$ cat ./config.mk
export PLATFORM = sky130hd
export DESIGN_NAME = VC0
export DESIGN_NICKNAME = VC0
export VERILOG_FILES = /design/flow/design.v
export SDC_FILE = /design/flow/constraint.sdc
export NUM_CORES = 4
export LEC_CHECK = 1
export CORE_UTILIZATION = 30
$ cat ./constraint.sdc
current_design VC0

set clk_period 6.0
set clk_io_pct 0.2

create_clock -name clk0 -period $clk_period [get_ports {clk}]

set non_clock_inputs [all_inputs -no_clocks]
set_input_delay [expr $clk_period * $clk_io_pct] -clock clk0 $non_clock_inputs
set_output_delay [expr $clk_period * $clk_io_pct] -clock clk0 [all_outputs]
==> deck_impl_summary.md <==
Flow Results at a Glance

Run status
  – Outcome: finished, final reports clean

Placed design
  – I/O Buffers: 20
  – Routability-driven placement congestion ratio: about 0.83
  – Final HPWL from detailed placement: ~8500 um
  – Area after DPL: 7210 um2

Worst setup path
  – CP Data Arrival Time: between 3000 and 4000 ps
  – Slowest stage delay, CP: 740 ps
  – Most used cell, CP: inv_1
  – Reg2reg end: VC0.wraddr[6]
  – CP Depth: 6
  – Crit-path cells: inv_1 -> ha_1 -> nor3b_1 -> nand4_1 -> inv_1 -> clkdlybuf4s50_1
  – Reg-to-reg startpoint: VC0.o_fill[0]
  – Critical path type: register to output pin
  – Nature of the critical path startpoint: register
  – Req. time, crit path: 4800 ps
  – Worst setup EP type: output pin
  – CP Max Fanout: 19
  – Path depth of the worst reg2reg path: 8
  – Worst R2R Setup Slack: around 3000 ps
  – Slowest-stage cell, CP: nand4_1
  – CP Buf/Inv Count: 3
  – CP delay by family, top: simple AND/OR/NAND/NOR gates

Clock tree
  – Inserted Clock Buffers: 17
  – Worst-path clk slew: around 70 ps
  – Number of gates resized after CTS: 0
  – Hold_buf cts: 0
  – CTS tree: built
  – Worst-Skew Late Latency: 420 ps
  – Post-CTS setup buffers: 0
  – Root Driver: clkbuf_16
  – Clock Sinks: roughly 150
  – H-tree lvl count: 4
  – Max clock buf depth: 2

Timing
  – Max-slew headroom: 43.8%
  – Slew Viols, Final: 0
  – Final setup violation count: 0
  – Fmax: 232 MHz
  – Clock skew: 5.68 ps
  – Fin crit share: 71.7%
  – Fin Setup TNS: 0 ps
  – Final hold violations: 0
  – Fin crit period: approximately 4300 ps
  – RSZ-0062 raised after global routing: false
  – Actual slew at the worst max-slew pin: between 800 and 900 ps

Routing
  – DR WL/cell: 16.1 um
  – # diodes: 0
  – Drt total wl: 13400 um
  – Post-route ant nets: 0
  – 1st-iter DRT viols: 307
  – Via density per instance: around 5
  – Via count: 4222
  – DR pass1 iterations: 4
  – Drt drc: 0

Yosys
  – Synth Area in Simple Gates: between 10% and 20%
  – Ys flops: 150
  – Syn Area/Cell: 12.8 um2
  – Synth Seq Share: 58.9%
  – Yosys warns: 1
  – EDFF count, synth: 96
  – Area leader share: a little over two fifths
  – Synth area leaders: edfxtp_1, dfxtp_1, mux4_2
  – Post-Synth Adder-Cell Area: 1.49%
  – YS chip area: 6730 um2
  – Largest area contributor in the netlist: edfxtp_1
  – XOR/XNOR Fraction of Synth Area: 4.17%
  – Aoi share: 4.82%
  – Post-synth cell types: 46
  – Synthesized instance count: 524
  – Mapped Area: 6730 um2
  – Post-synth ARST share: 0%
  – Main logic family: simple AND/OR/NAND/NOR gates
  – Ys cells: 524
  – Dominant flop cell: edfxtp_1
  – Synth mux share: 11.7%

Power
  – Psw: 1.05 mW
  – Pwr/cell area: around 420 nW/um2
  – Peak VDD IR: 0.266 mV
  – Sequential Power Share: 38.7%
  – Clk pwr share: 33.5%
  – Sw frac: between 30% and 40%
  – Leak: ~2.6 nW
  – Int Pwr: 2.22 mW
  – Gate power share: 27.8%

Die
  – Die Wd: 152 um
  – IO Count: 21
  – Chip area: 23000 um2
  – Core region area: 21900 um2
  – Die Height: 152 um
  – Starting Density: a little under a third
  – Cell row count: 54

Layout
  – Fraction of layout instances using a drive strength above 1: a little over an eighth
  – Fin area: 7830 um2
  – Synthesis-to-finish area growth: 16.3%

GRT
  – Largest net degree at the start of global routing: 33
  – First-pass GRT wire length: about 22000 um
  – Number of global-route vias before repair: between 4000 and 5000
  – Initial antenna violation count: 0
  – Total track usage: between 10% and 20%
  – Grt ovf: 0

Min path
  – Hold Path Class: register to register
  – WHS Path Cells: 2
  – HP Start: VC0.overrun
  – Hold worst-path end: VC0.overrun

Job
  – Max Cap Viol: 0
  – Count of tool warnings: 30
## flip-flops by register name, summed over array words and instances (netlist names), named ones only
register / count
VC0.o_fill: 16
VC0.mem: 96
VC0.wraddr: 16
VC0.underrun: 1
VC0.rdaddr: 16
VC0.overrun: 1
## cells in the mapped netlist, types with 2 or more instances
library cell,count
a21boi_0,3
a21oi_1,8
a31oi_1,2
and2_1,24
and3_1,9
buf_1,2
buf_2,4
buf_6,2
clkbuf_1,22
dfxtp_1,54
edfxtp_1,96
ha_1,8
inv_1,13
mux2i_1,11
mux4_2,30
nand2_1,26
nand2b_1,11
nand3_1,20
nand4_1,17
nor2_1,48
nor2b_1,2
nor3_1,7
nor3b_1,2
nor4_1,23
nor4b_1,2
o2111ai_1,5
o211ai_1,3
o21ai_0,12
o21ai_1,3
o22ai_1,2
o41ai_4,2
or3_1,5
or4_1,3
xnor2_1,4
xor2_1,28
## power groups by stage
| stage | logic [mW] | clock network [mW] | registers [mW] |
|---|---|---|---|
| global route | 1.01 | 1.16 | 1.27 |
| finish | 0.907 | 1.09 | 1.26 |
| CTS | 0.909 | 1.11 | 1.26 |
## layer usage
metal,track usage [%],part of all wire [%]
met4,1.39,1.1
met2,19.0,43
met3,6.69,11
met1,17.9,45
met5,0,0
## tightest hold or removal path, stage by stage, from the launching register on
cell      delay, ps
dfxtp_1         310
nand2b_1         60
a21boi_0         80
## cell families (layout without fill, tap and decap cells)
family | after synthesis | count (layout)
flip-flops | 150 | 150
AND/OR/NAND/NOR | 205 | 205
AND-OR/OR-AND | 45 | 45
buffers and inverters | 43 | 73
XOR/XNOR | 32 | 32
multiplexers | 41 | 41
adder cells (fa/ha/maj) | 8 | 8
## how the worst max path moves through the flow
stage	startpoint	end	slack [ps]
4_1_cts	VC0.o_fill[0]	VC0_full	1770
5_1_grt	VC0.o_fill[0]	VC0_full	1490
6_report	VC0.o_fill[0]	VC0_full	1700
## cell type report
class	instances	area [um2]
clock buffers	18	429
clock inverters	14	184
fillers	2093	14100
inverters	13	48.8
multi-input cells	331	2590
flip-flops and latches	150	3960
well taps	280	350
repair buffers	28	260
## per-stage QoR
stage | total power [mW] | hold WS, ps | cells | util [%] | worst slack [ps]
floorplan | 1.95 | 450 | 524 | - | 2780
global placement | 2.17 | 462 | 802 | 33.0 | 2220
detailed placement | 2.18 | 476 | 802 | 33.0 | 2200
CTS | 3.28 | 495 | 834 | 35.8 | 1770
global route | 3.45 | 514 | 834 | 35.8 | 1490
finish | 3.26 | 493 | 834 | 35.8 | 1700
## layout by cell type (no fill, tap or decap), types with 11 or more instances in the layout
cell type        Yosys  final
xor2_1              28     28
clkbuf_16            0     17
nand4_1             17     17
nand3_1             20     20
mux4_2              30     30
inv_1               13     13
and2_1              24     24
mux2i_1             11     11
clkdlybuf4s50_1      0     20
edfxtp_1            96     96
nor4_1              23     23
nand2_1             26     26
nand2b_1            11     11
o21ai_0             12     12
nor2_1              48     48
dfxtp_1             54     54
Power figures rest on the tool's default switching activity, not on a simulated workload.
