===== flow/design.v =====
(* top =  1  *)
(* src = "maquina_estados_estr.v:1" *)
module maquina_estados_estr(clk, init, UmbralesMFs, UmbralesVCs, UmbralesDs, reset, FIFO_EMPTIES, FIFO_ERRORS, error_out_estr, active_out_estr, idle_out_estr, UmbralMF_estr, UmbralV0_estr, UmbralV1_estr, UmbralD0_estr, UmbralD1_estr, error_full_estr);
  wire _000_;
  wire _001_;
  wire _002_;
  wire _003_;
  wire _004_;
  wire _005_;
  wire _006_;
  wire _007_;
  wire _008_;
  wire _009_;
  wire _010_;
  wire _011_;
  wire _012_;
  wire _013_;
  wire _014_;
  wire _015_;
  wire _016_;
  wire _017_;
  wire _018_;
  wire _019_;
  wire _020_;
  wire _021_;
  wire _022_;
  wire _023_;
  wire _024_;
  wire _025_;
  wire _026_;
  wire _027_;
  wire _028_;
  wire _029_;
  wire _030_;
  wire _031_;
  wire _032_;
  wire _033_;
  wire _034_;
  wire _035_;
  wire _036_;
  wire _037_;
  wire _038_;
  wire _039_;
  wire _040_;
  wire _041_;
  wire _042_;
  wire _043_;
  wire _044_;
  wire _045_;
  wire _046_;
  wire _047_;
  wire _048_;
  wire _049_;
  wire _050_;
  wire _051_;
  wire _052_;
  wire _053_;
  wire _054_;
  wire _055_;
  wire _056_;
  wire _057_;
  wire _058_;
  wire _059_;
  wire _060_;
  wire _061_;
  wire _062_;
  wire _063_;
  wire _064_;
  wire _065_;
  wire _066_;
  wire _067_;
  wire _068_;
  wire _069_;
  wire _070_;
  wire _071_;
  wire _072_;
  wire _073_;
  wire _074_;
  wire _075_;
  wire _076_;
  wire _077_;
  wire _078_;
  wire _079_;
  wire _080_;
  wire _081_;
  wire _082_;
  wire _083_;
  wire _084_;
  wire _085_;
  wire _086_;
  wire _087_;
  wire _088_;
  wire _089_;
  wire _090_;
  wire _091_;
  wire _092_;
  wire [4:0] _093_;
  wire _094_;
  (* src = "maquina_estados_estr.v:9" *)
  input [4:0] FIFO_EMPTIES;
  (* src = "maquina_estados_estr.v:10" *)
  input [4:0] FIFO_ERRORS;
  (* src = "maquina_estados_estr.v:35" *)
  wire [3:0] UmbralD0;
  (* src = "maquina_estados_estr.v:18" *)
  output [3:0] UmbralD0_estr;
  (* src = "maquina_estados_estr.v:36" *)
  wire [3:0] UmbralD1;
  (* src = "maquina_estados_estr.v:19" *)
  output [3:0] UmbralD1_estr;
  (* src = "maquina_estados_estr.v:32" *)
  wire [3:0] UmbralMF;
  (* src = "maquina_estados_estr.v:15" *)
  output [3:0] UmbralMF_estr;
  (* src = "maquina_estados_estr.v:33" *)
  wire [15:0] UmbralV0;
  (* src = "maquina_estados_estr.v:16" *)
  output [15:0] UmbralV0_estr;
  (* src = "maquina_estados_estr.v:34" *)
  wire [15:0] UmbralV1;
  (* src = "maquina_estados_estr.v:17" *)
  output [15:0] UmbralV1_estr;
  (* src = "maquina_estados_estr.v:7" *)
  input [7:0] UmbralesDs;
  (* src = "maquina_estados_estr.v:5" *)
  input [3:0] UmbralesMFs;
  (* src = "maquina_estados_estr.v:6" *)
  input [31:0] UmbralesVCs;
  (* src = "maquina_estados_estr.v:13" *)
  output active_out_estr;
  (* src = "maquina_estados_estr.v:3" *)
  input clk;
  (* src = "maquina_estados_estr.v:20" *)
  output [4:0] error_full_estr;
  (* src = "maquina_estados_estr.v:12" *)
  output error_out_estr;
  (* onehot = 32'd 1 *)
  wire [4:0] estado;
  (* src = "maquina_estados_estr.v:14" *)
  output idle_out_estr;
  (* src = "maquina_estados_estr.v:4" *)
  input init;
  (* src = "maquina_estados_estr.v:8" *)
  input reset;
  NOT _095_ (
    .A(FIFO_ERRORS[2]),
    .Y(_000_)
  );
  NOT _096_ (
    .A(FIFO_ERRORS[3]),
    .Y(_001_)
  );
  NAND _097_ (
    .A(_001_),
    .B(_000_),
    .Y(_002_)
  );
  NOT _098_ (
    .A(FIFO_ERRORS[1]),
    .Y(_003_)
  );
  NOR _099_ (
    .A(FIFO_ERRORS[0]),
    .B(FIFO_ERRORS[4]),
    .Y(_004_)
  );
  NAND _100_ (
    .A(_004_),
    .B(_003_),
    .Y(_005_)
  );
  NOR _101_ (
    .A(_005_),
    .B(_002_),
    .Y(_006_)
  );
  NOT _102_ (
    .A(FIFO_EMPTIES[0]),
    .Y(_007_)
  );
  NOT _103_ (
    .A(FIFO_EMPTIES[1]),
    .Y(_008_)
  );
  NAND _104_ (
    .A(_008_),
    .B(_007_),
    .Y(_009_)
  );
  NOT _105_ (
    .A(FIFO_EMPTIES[4]),
    .Y(_010_)
  );
  NOR _106_ (
    .A(FIFO_EMPTIES[3]),
    .B(FIFO_EMPTIES[2]),
    .Y(_011_)
  );
  NAND _107_ (
    .A(_011_),
    .B(_010_),
    .Y(_012_)
  );
  NOR _108_ (
    .A(_012_),
    .B(_009_),
    .Y(_013_)
  );
  NOT _109_ (
    .A(_013_),
    .Y(_014_)
  );
  NAND _110_ (
    .A(_014_),
    .B(_006_),
    .Y(_015_)
  );
  NOT _111_ (
    .A(reset),
    .Y(_094_)
  );
  NOT _112_ (
    .A(estado[2]),
    .Y(_016_)
  );
  NOR _113_ (
    .A(_016_),
    .B(_094_),
    .Y(_017_)
  );
  NOT _114_ (
    .A(estado[4]),
    .Y(_018_)
  );
  NOR _115_ (
    .A(_094_),
    .B(init),
    .Y(_019_)
  );
  NOT _116_ (
    .A(_019_),
    .Y(_020_)
  );
  NOR _117_ (
    .A(_020_),
    .B(_018_),
    .Y(_021_)
  );
  NOR _118_ (
    .A(_021_),
    .B(_017_),
    .Y(_022_)
  );
  NOR _119_ (
    .A(_022_),
    .B(_015_),
    .Y(_093_[4])
  );
  NOT _120_ (
    .A(estado[0]),
    .Y(_023_)
  );
  NOT _121_ (
    .A(estado[3]),
    .Y(_024_)
  );
  NAND _122_ (
    .A(_024_),
    .B(_018_),
    .Y(_025_)
  );
  NAND _123_ (
    .A(_025_),
    .B(init),
    .Y(_026_)
  );
  NAND _124_ (
    .A(_026_),
    .B(_023_),
    .Y(_027_)
  );
  NAND _125_ (
    .A(_027_),
    .B(reset),
    .Y(_028_)
  );
  NOR _126_ (
    .A(FIFO_ERRORS[1]),
    .B(FIFO_ERRORS[4]),
    .Y(_029_)
  );
  NOR _127_ (
    .A(_002_),
    .B(FIFO_ERRORS[0]),
    .Y(_030_)
  );
  NAND _128_ (
    .A(_030_),
    .B(_029_),
    .Y(_031_)
  );
  NOR _129_ (
    .A(_013_),
    .B(_031_),
    .Y(_032_)
  );
  NOR _130_ (
    .A(_020_),
    .B(_024_),
    .Y(_033_)
  );
  NAND _131_ (
    .A(_033_),
    .B(_032_),
    .Y(_034_)
  );
  NAND _132_ (
    .A(_034_),
    .B(_028_),
    .Y(_093_[3])
  );
  NAND _133_ (
    .A(_006_),
    .B(reset),
    .Y(_035_)
  );
  NOT _134_ (
    .A(init),
    .Y(_036_)
  );
  NAND _135_ (
    .A(_025_),
    .B(_036_),
    .Y(_037_)
  );
  NAND _136_ (
    .A(_037_),
    .B(_016_),
    .Y(_038_)
  );
  NAND _137_ (
    .A(_038_),
    .B(_013_),
    .Y(_039_)
  );
  NOR _138_ (
    .A(_039_),
    .B(_035_),
    .Y(_093_[2])
  );
  NAND _139_ (
    .A(estado[1]),
    .B(reset),
    .Y(_040_)
  );
  NOT _140_ (
    .A(_017_),
    .Y(_041_)
  );
  NAND _141_ (
    .A(_025_),
    .B(_019_),
    .Y(_042_)
  );
  NAND _142_ (
    .A(_042_),
    .B(_041_),
    .Y(_043_)
  );
  NAND _143_ (
    .A(_043_),
    .B(_031_),
    .Y(_044_)
  );
  NAND _144_ (
    .A(_044_),
    .B(_040_),
    .Y(_093_[1])
  );
  NOT _145_ (
    .A(FIFO_ERRORS[0]),
    .Y(_045_)
  );
  NOT _146_ (
    .A(estado[1]),
    .Y(_046_)
  );
  NOR _147_ (
    .A(_046_),
    .B(_045_),
    .Y(error_full_estr[0])
  );
  NOR _148_ (
    .A(_003_),
    .B(_046_),
    .Y(error_full_estr[1])
  );
  NOR _149_ (
    .A(_046_),
    .B(_000_),
    .Y(error_full_estr[2])
  );
  NOR _150_ (
    .A(_046_),
    .B(_001_),
    .Y(error_full_estr[3])
  );
  NOT _151_ (
    .A(FIFO_ERRORS[4]),
    .Y(_047_)
  );
  NOR _152_ (
    .A(_046_),
    .B(_047_),
    .Y(error_full_estr[4])
  );
  NOT _153_ (
    .A(UmbralesMFs[0]),
    .Y(_048_)
  );
  NAND _154_ (
    .A(_023_),
    .B(reset),
    .Y(_049_)
  );
  NOR _155_ (
    .A(_049_),
    .B(_048_),
    .Y(UmbralMF_estr[0])
  );
  NOT _156_ (
    .A(UmbralesMFs[1]),
    .Y(_050_)
  );
  NOR _157_ (
    .A(_049_),
    .B(_050_),
    .Y(UmbralMF_estr[1])
  );
  NOT _158_ (
    .A(UmbralesMFs[2]),
    .Y(_051_)
  );
  NOR _159_ (
    .A(_049_),
    .B(_051_),
    .Y(UmbralMF_estr[2])
  );
  NOT _160_ (
    .A(UmbralesMFs[3]),
    .Y(_052_)
  );
  NOR _161_ (
    .A(_049_),
    .B(_052_),
    .Y(UmbralMF_estr[3])
  );
  NOT _162_ (
    .A(UmbralesVCs[16]),
    .Y(_053_)
  );
  NOR _163_ (
    .A(_049_),
    .B(_053_),
    .Y(UmbralV0_estr[0])
  );
  NOT _164_ (
    .A(UmbralesVCs[17]),
    .Y(_054_)
  );
  NOR _165_ (
    .A(_049_),
    .B(_054_),
    .Y(UmbralV0_estr[1])
  );
  NOT _166_ (
    .A(UmbralesVCs[18]),
    .Y(_055_)
  );
  NOR _167_ (
    .A(_049_),
    .B(_055_),
    .Y(UmbralV0_estr[2])
  );
  NOT _168_ (
    .A(UmbralesVCs[19]),
    .Y(_056_)
  );
  NOR _169_ (
    .A(_049_),
    .B(_056_),
    .Y(UmbralV0_estr[3])
  );
  NOT _170_ (
    .A(UmbralesVCs[20]),
    .Y(_057_)
  );
  NOR _171_ (
    .A(_049_),
    .B(_057_),
    .Y(UmbralV0_estr[4])
  );
  NOT _172_ (
    .A(UmbralesVCs[21]),
    .Y(_058_)
  );
  NOR _173_ (
    .A(_049_),
    .B(_058_),
    .Y(UmbralV0_estr[5])
  );
  NOT _174_ (
    .A(UmbralesVCs[22]),
    .Y(_059_)
  );
  NOR _175_ (
    .A(_049_),
    .B(_059_),
    .Y(UmbralV0_estr[6])
  );
  NOT _176_ (
    .A(UmbralesVCs[23]),
    .Y(_060_)
  );
  NOR _177_ (
    .A(_049_),
    .B(_060_),
    .Y(UmbralV0_estr[7])
  );
  NOT _178_ (
    .A(UmbralesVCs[24]),
    .Y(_061_)
  );
  NOR _179_ (
    .A(_049_),
    .B(_061_),
    .Y(UmbralV0_estr[8])
  );
  NOT _180_ (
    .A(UmbralesVCs[25]),
    .Y(_062_)
  );
  NOR _181_ (
    .A(_049_),
    .B(_062_),
    .Y(UmbralV0_estr[9])
  );
  NOT _182_ (
    .A(UmbralesVCs[26]),
    .Y(_063_)
  );
  NOR _183_ (
    .A(_049_),
    .B(_063_),
    .Y(UmbralV0_estr[10])
  );
  NOT _184_ (
    .A(UmbralesVCs[27]),
    .Y(_064_)
  );
  NOR _185_ (
    .A(_049_),
    .B(_064_),
    .Y(UmbralV0_estr[11])
  );
  NOT _186_ (
    .A(UmbralesVCs[28]),
    .Y(_065_)
  );
  NOR _187_ (
    .A(_049_),
    .B(_065_),
    .Y(UmbralV0_estr[12])
  );
  NOT _188_ (
    .A(UmbralesVCs[29]),
    .Y(_066_)
  );
  NOR _189_ (
    .A(_049_),
    .B(_066_),
    .Y(UmbralV0_estr[13])
  );
  NOT _190_ (
    .A(UmbralesVCs[30]),
    .Y(_067_)
  );
  NOR _191_ (
    .A(_049_),
    .B(_067_),
    .Y(UmbralV0_estr[14])
  );
  NOT _192_ (
    .A(UmbralesVCs[31]),
    .Y(_068_)
  );
  NOR _193_ (
    .A(_049_),
    .B(_068_),
    .Y(UmbralV0_estr[15])
  );
  NOT _194_ (
    .A(UmbralesVCs[0]),
    .Y(_069_)
  );
  NOR _195_ (
    .A(_049_),
    .B(_069_),
    .Y(UmbralV1_estr[0])
  );
  NOT _196_ (
    .A(UmbralesVCs[1]),
    .Y(_070_)
  );
  NOR _197_ (
    .A(_049_),
    .B(_070_),
    .Y(UmbralV1_estr[1])
  );
  NOT _198_ (
    .A(UmbralesVCs[2]),
    .Y(_071_)
  );
  NOR _199_ (
    .A(_049_),
    .B(_071_),
    .Y(UmbralV1_estr[2])
  );
  NOT _200_ (
    .A(UmbralesVCs[3]),
    .Y(_072_)
  );
  NOR _201_ (
    .A(_049_),
    .B(_072_),
    .Y(UmbralV1_estr[3])
  );
  NOT _202_ (
    .A(UmbralesVCs[4]),
    .Y(_073_)
  );
  NOR _203_ (
    .A(_049_),
    .B(_073_),
    .Y(UmbralV1_estr[4])
  );
  NOT _204_ (
    .A(UmbralesVCs[5]),
    .Y(_074_)
  );
  NOR _205_ (
    .A(_049_),
    .B(_074_),
    .Y(UmbralV1_estr[5])
  );
  NOT _206_ (
    .A(UmbralesVCs[6]),
    .Y(_075_)
  );
  NOR _207_ (
    .A(_049_),
    .B(_075_),
    .Y(UmbralV1_estr[6])
  );
  NOT _208_ (
    .A(UmbralesVCs[7]),
    .Y(_076_)
  );
  NOR _209_ (
    .A(_049_),
    .B(_076_),
    .Y(UmbralV1_estr[7])
  );
  NOT _210_ (
    .A(UmbralesVCs[8]),
    .Y(_077_)
  );
  NOR _211_ (
    .A(_049_),
    .B(_077_),
    .Y(UmbralV1_estr[8])
  );
  NOT _212_ (
    .A(UmbralesVCs[9]),
    .Y(_078_)
  );
  NOR _213_ (
    .A(_049_),
    .B(_078_),
    .Y(UmbralV1_estr[9])
  );
  NOT _214_ (
    .A(UmbralesVCs[10]),
    .Y(_079_)
  );
  NOR _215_ (
    .A(_049_),
    .B(_079_),
    .Y(UmbralV1_estr[10])
  );
  NOT _216_ (
    .A(UmbralesVCs[11]),
    .Y(_080_)
  );
  NOR _217_ (
    .A(_049_),
    .B(_080_),
    .Y(UmbralV1_estr[11])
  );
  NOT _218_ (
    .A(UmbralesVCs[12]),
    .Y(_081_)
  );
  NOR _219_ (
    .A(_049_),
    .B(_081_),
    .Y(UmbralV1_estr[12])
  );
  NOT _220_ (
    .A(UmbralesVCs[13]),
    .Y(_082_)
  );
  NOR _221_ (
    .A(_049_),
    .B(_082_),
    .Y(UmbralV1_estr[13])
  );
  NOT _222_ (
    .A(UmbralesVCs[14]),
    .Y(_083_)
  );
  NOR _223_ (
    .A(_049_),
    .B(_083_),
    .Y(UmbralV1_estr[14])
  );
  NOT _224_ (
    .A(UmbralesVCs[15]),
    .Y(_084_)
  );
  NOR _225_ (
    .A(_049_),
    .B(_084_),
    .Y(UmbralV1_estr[15])
  );
  NOT _226_ (
    .A(UmbralesDs[4]),
    .Y(_085_)
  );
  NOR _227_ (
    .A(_049_),
    .B(_085_),
    .Y(UmbralD0_estr[0])
  );
  NOT _228_ (
    .A(UmbralesDs[5]),
    .Y(_086_)
  );
  NOR _229_ (
    .A(_049_),
    .B(_086_),
    .Y(UmbralD0_estr[1])
  );
  NOT _230_ (
    .A(UmbralesDs[6]),
    .Y(_087_)
  );
  NOR _231_ (
    .A(_049_),
    .B(_087_),
    .Y(UmbralD0_estr[2])
  );
  NOT _232_ (
    .A(UmbralesDs[7]),
    .Y(_088_)
  );
  NOR _233_ (
    .A(_049_),
    .B(_088_),
    .Y(UmbralD0_estr[3])
  );
  NOT _234_ (
    .A(UmbralesDs[0]),
    .Y(_089_)
  );
  NOR _235_ (
    .A(_049_),
    .B(_089_),
    .Y(UmbralD1_estr[0])
  );
  NOT _236_ (
    .A(UmbralesDs[1]),
    .Y(_090_)
  );
  NOR _237_ (
    .A(_049_),
    .B(_090_),
    .Y(UmbralD1_estr[1])
  );
  NOT _238_ (
    .A(UmbralesDs[2]),
    .Y(_091_)
  );
  NOR _239_ (
    .A(_049_),
    .B(_091_),
    .Y(UmbralD1_estr[2])
  );
  NOT _240_ (
    .A(UmbralesDs[3]),
    .Y(_092_)
  );
  NOR _241_ (
    .A(_049_),
    .B(_092_),
    .Y(UmbralD1_estr[3])
  );
  DFF _242_ (
    .C(clk),
    .D(_094_),
    .Q(estado[0])
  );
  DFF _243_ (
    .C(clk),
    .D(_093_[1]),
    .Q(estado[1])
  );
  DFF _244_ (
    .C(clk),
    .D(_093_[2]),
    .Q(estado[2])
  );
  DFF _245_ (
    .C(clk),
    .D(_093_[3]),
    .Q(estado[3])
  );
  DFF _246_ (
    .C(clk),
    .D(_093_[4]),
    .Q(estado[4])
  );
  assign UmbralD0 = UmbralesDs[7:4];
  assign UmbralD1 = UmbralesDs[3:0];
  assign UmbralMF = UmbralesMFs;
  assign UmbralV0 = UmbralesVCs[31:16];
  assign UmbralV1 = UmbralesVCs[15:0];
  assign active_out_estr = estado[4];
  assign error_out_estr = estado[1];
  assign idle_out_estr = estado[2];
endmodule
module BUF(A, Y);
input A;
output Y;
assign Y = A;
endmodule
module NOT(A, Y);
input A;
output Y;
assign Y = ~A;
endmodule
module NAND(A, B, Y);
input A, B;
output Y;
assign Y = ~(A & B);
endmodule
module NOR(A, B, Y);
input A, B;
output Y;
assign Y = ~(A | B);
endmodule
module DFF(C, D, Q);
input C, D;
output reg Q;
always @(posedge C)
	Q <= D;
endmodule
module DFFSR(C, D, Q, S, R);
input C, D, S, R;
output reg Q;
always @(posedge C, posedge S, posedge R)
	if (S)
		Q <= 1'b1;
	else if (R)
		Q <= 1'b0;
	else
		Q <= D;
endmodule

===== flow/run.sh =====
#!/bin/bash
# OpenROAD 26Q1-2900-gdf79404cd8, Yosys 0.63+post, stock flow scripts
make -C /OpenROAD-flow-scripts/flow DESIGN_CONFIG=/design/flow/config.mk WORK_HOME=/design/flow/orfs finish

===== flow/config.mk =====
export PLATFORM = sky130hd
export DESIGN_NAME = maquina_estados_estr
export DESIGN_NICKNAME = maquina_estados_estr
export VERILOG_FILES = /design/flow/design.v
export SDC_FILE = /design/flow/constraint.sdc
export NUM_CORES = 4
export LEC_CHECK = 1
export CORE_AREA = 10 10 81 81
export DIE_AREA = 0 0 91 91

===== flow/constraint.sdc =====
current_design maquina_estados_estr

set clk_period 3.1
set clk_io_pct 0.2

create_clock -name clk0 -period $clk_period [get_ports {clk}]

set non_clock_inputs [all_inputs -no_clocks]
set_input_delay [expr $clk_period * $clk_io_pct] -clock clk0 $non_clock_inputs
set_output_delay [expr $clk_period * $clk_io_pct] -clock clk0 [all_outputs]

==> run_results.csv <==
group,metric,value,unit
status,status,"complete, no violations",
global_route,grt_antenna_before_repair,0,
placed_design,hpwl,2945,µm
layout,fin_util,36.73,%
logic_synthesis,netlist_instances,127,
floorplanning,die_y,91,µm
layout,comb_area,424.2,µm²
run,drv_cap,0,
logic_synthesis,top_logic_kind,"buffers and inverters",
critical_path,worstReg2RegEnd,"_243_.Q",
layout,fin_area,0.001769,mm²
layout,layout-drive-gt1-share,4.787,%
logic_synthesis,avgSynthCellArea,7.202,µm²
critical_path,critPathTopFamily,"buffers and inverters",
floorplanning,io_pins,109,
global_route,grtUsageTotal,7.249,%
logic_synthesis,ys_ff,5,
logic_synthesis,synth-compound-area-share,4.925,%
critical_path,crit_cells,6,
logic_synthesis,synth_area,914.6,µm²
floorplanning,rows,25,
sta,clock_skew,0.0005191,ns
pwr,p_per_area,190.6,mW/mm²
clock_network,path_clk_slew,0.03,ns
logic_synthesis,yosysChipArea,914.6,µm²
sta,fin_setup_tns,0,ns
logic_synthesis,yosys_warnings,1,
routing,drtIter0Drc,17,
logic_synthesis,xor_share,0,%
worst_hold_path,hp-class,"flip-flop to flip-flop",
routing,vias,897,
critical_path,crit_buf_inv,4,
routing,wl_per_cell,12.76,µm
logic_synthesis,topCellsByArea,"buf_4 (40%), and2_1 (34%), dfxtp_1 (11%)",
placed_design,gp_congestion,0.7707,
layout,synthToLayoutAreaGrowth,93.43,%
logic_synthesis,synth_top_area_share,40.22,%
critical_path,critPathRequiredTime,2.48,ns
clock_network,clkSinkCount,5,
sta,max_freq,0.3478,GHz
sta,fin_crit,2.875,ns
critical_path,path_class,"input port to output pin",
routing,wl,3254,µm
critical_path,crit_chain,"clkdlybuf4s50_1 > inv_1 > nor2_4 > buf_4 > and2_1 > clkdlybuf4s50_1",
layout,fillCellCount,519,
logic_synthesis,ys_seq_share,10.94,%
layout,layout_top_cell,"clkdlybuf4s50_1",
global_route,grt_max_degree,24,
sta,hold_violations,0,
logic_synthesis,ys_cells,127,
floorplanning,core,0.004817,mm²
clock_network,cts_setup_buffers,0,
sta,rsz0062_at_grt,"no",
critical_path,rrSetupSlack,2.07,ns
routing,diodes,0,
critical_path,r2r_start,"_246_.Q",
critical_path,cp.arrival,2.26,ns
clock_network,h-tree-depth,1,
clock_network,cts_tree,"built",
routing,route.antenna.remaining_nets,0,
critical_path,max_stage_delay,0.53,ns
pwr,fin_total_pwr,0.3373,mW
sta,max_slew.worst_pin.slew,0.2928,ns
routing,drc,0,
run,warnings,25,
logic_synthesis,ys_sh_adder,0,%
clock_network,clk_latency,0.22,ns
placed_design,place_area,0.001724,mm²
critical_path,cp-start-kind,"input port",
sta,period_used_share,92.76,%
critical_path,critPathMaxFanout,21,
clock_network,root_buffer,"clkbuf_8",
critical_path,crit_top_cell,"clkdlybuf4s50_1",
global_route,grt_first_pass_wirelength,4878,µm
critical_path,critPathCaptureType,"output pin",
routing,drt_pass1_iterations,3,
placed_design,port_buffers,108,
floorplanning,die_area,0.008281,mm²
pwr,peakVddDrop,0.2318,mV
pwr,total_leakage_power,0.6554,nW
clock_network,cts.hold.buffers_added,0,
logic_synthesis,simple_gate_share,41.45,%
logic_synthesis,yosys.area.top_type,"buf_4",
critical_path,reg2reg_depth,3,
floorplanning,initCoreUtil,18.99,%
clock_network,ctsResizeCount,0,
global_route,grt_pass1_vias,921,
sta,slew_headroom,80.27,%
logic_synthesis,post_synth_num_cell_types,18,
layout,final_cell_mix,"clkdlybuf4s50_1 (108), and2_1 (50), dfxtp_1 (5)",
sta,drv_slew,0,
critical_path,critPathLaunch,"reset",
sta,setup_violations,0,
critical_path,endpoint,"UmbralV0_estr[12]",
layout,regArea,100.1,µm²
clock_network,numCtsBuffers,3,
routing,via_per_inst,3.518,
sta,whs,0.5029,ns
logic_synthesis,ys_sh_mux,0,%
clock_network,clock_path_buffers,2,
global_route,gr-total-overflow,0,
floorplanning,die-width,91,µm
critical_path,slowest_stage,"clkdlybuf4s50_1",
worst reg2reg max path: cells and delay by family (launching register included):
family	cells	cell delay [ns]
AOI/OAI and AO/OA	3	0.58
DFF	1	0.33
layer usage:
layer / vias up / share of wire, % / global-route usage (%)
met2: 58 / 46 / 12.41
met3: 2 / 13 / 4.315
met5: - / 0 / 0
li1: 470 / - / -
met4: 0 / 0.43 / 0.3916
met1: 367 / 40 / 7.921
sequential cells by signal (all words and copies together), names as in the netlist:
register and count:
_244_.Q 1, _242_.Q 1, _246_.Q 1, _245_.Q 1, _243_.Q 1
through the flow:
| step | setup slack [ns] | cells |
|---|---|---|
| 4_1_cts | 0.2035 | 255 |
| 6_report | 0.2246 | 255 |
| 5_1_grt | 0.1075 | 255 |
| 2_1_floorplan | 1.227 | 127 |
| 3_3_place_gp | 0.2315 | 251 |
| 3_5_place_dp | 0.2090 | 251 |
area by class of cell:
class,instances,area share (%)
clock buffers,4,2.546
inverters,2,0.4243
multi-input cells,67,23.97
flip-flops and latches,5,5.658
well taps,67,4.738
repair buffers,110,62.66
worst min-delay path by stage:
stage | start | end | slack [ns] | cells after the start
final | _245_.Q | _245_.Q | 0.50 | 2
after global routing | _245_.Q | _245_.Q | 0.54 | 2
after CTS | _245_.Q | _245_.Q | 0.51 | 2
Yosys cell counts:
master,instances
o21ba_2,1
nor4_2,1
clkbuf_1,4
nand3_1,1
nor2_1,2
nor3_1,1
and2_1,50
buf_4,49
inv_1,2
nor2_4,1
o21a_1,1
o21ai_0,3
or4_4,1
nor4_1,1
nand2_1,2
dfxtp_1,5
a21oi_1,1
o31ai_1,1
where the power goes:
group	switching [mW]	internal (mW)
clock	0.0306	0.0882
sequential	0.00269	0.0673
combinational	0.0285	0.120
cells by family after synthesis:
kind of cell	Yosys count
flops	5
compound gates	7
simple gates	60
buf+inv	55
Power figures rest on the tool's default switching activity, not on a simulated workload.
