**design/flow/design.v**
```verilog
module VC1 #(
parameter		BW16=6,	 
parameter [5:0]	LEN=16,
parameter TOL = 1)
    (
	input				clk, reset_L,
	input				valid_in_vc1,
	input	 [(BW16-1):0]	data_in_vc1,
	input				VC1_rd,
	output	[(BW16-1):0]	VC1_data_out,
	output  			VC1_error_output,
	output   				VC1_full,
	output   				VC1_empty,
	output   				VC1_almost_full,
	output   				VC1_almost_empty);
fifo16 #(.BW(BW16), .LEN(LEN), .TOL(TOL)) VC1  (
	 .fifo_data_out			(VC1_data_out[(BW16-1):0]),
	 .error_output			(VC1_error_output),
	 .fifo_full			(VC1_full),
	 .fifo_empty			(VC1_empty),
	 .fifo_almost_full		(VC1_almost_full),
	 .fifo_almost_empty		(VC1_almost_empty),
	 .clk				(clk),
	 .reset_L			(reset_L),
	 .fifo_wr			(valid_in_vc1),
	 .fifo_data_in			(data_in_vc1[(BW16-1):0]),
	 .fifo_rd			(VC1_rd)) ;
endmodule
module fifo16 #(
parameter		BW=6,	 
parameter [5:0]	LEN=16,
parameter TOL = 1)
(
	input	wire			clk, reset_L,
	input	wire			fifo_wr,
	input	wire [(BW-1):0]	fifo_data_in,
	input	wire			fifo_rd,
	output	reg [(BW-1):0]	fifo_data_out,
	output  reg 			error_output,
	output   				fifo_full,
	output   				fifo_empty,
	output   				fifo_almost_full,
	output   				fifo_almost_empty);
	reg	[(LEN-1):0] rdaddr, wraddr, o_fill;
	reg	[(BW-1):0]	mem	[0:(LEN-1)];
	reg overrun, underrun;
	wire full, empty;
	wire [(LEN-1):0] nxtaddr;
	always @(posedge clk)
		if (fifo_wr)
			mem[wraddr] <= fifo_data_in;
	always @(*) begin
		fifo_data_out = 0;
		if (fifo_rd) begin
			fifo_data_out = mem[rdaddr];
		end
	end
	always @(posedge clk)
		if (~reset_L)
		begin
			wraddr <= 0;
			overrun  <= 0;
		end else if (fifo_wr)
		begin
			if ((!full)||(fifo_rd)) begin
				if (wraddr == LEN-1) begin
					wraddr <=0;
				end else begin
					wraddr <= (wraddr + 1'b1);
				end
				overrun <= 0;
			end
			else
				overrun <= 1'b1;
		end
	always @(posedge clk)
		if (~reset_L)
		begin
			rdaddr <= 0;
			underrun <= 0;
		end else if (fifo_rd)
		begin
			if (!empty) begin
				if (rdaddr == LEN-1)begin
					rdaddr <= 0;
				end else begin
					rdaddr <= rdaddr + 1'b1;
				end
				underrun <= 0;
			end
			else
				underrun <= 1'b1;
		end
	always @(posedge clk) begin
		if (~reset_L)
		begin
			o_fill <= 0;
		end else casez({ fifo_wr, fifo_rd, !full, !empty })
		4'b01?1: o_fill <= o_fill - 1'b1;	 
		4'b101?: o_fill <= o_fill + 1'b1;	 
		4'b1110: o_fill <= o_fill + 1'b1;	 
		default: o_fill <= o_fill;	 
		endcase
	end
	always @(*)begin
		error_output <= underrun | overrun;
	end
	always @(posedge clk) begin
		if (fifo_almost_full) begin
		end
	end
	assign	nxtaddr = wraddr + 1'b1;
	assign	full  = (o_fill == LEN);
	assign	empty = (o_fill == 0);
	assign  fifo_full = full;
	assign  fifo_empty = empty;
	assign 	fifo_almost_empty = (o_fill == 1);
	assign 	fifo_almost_full = (o_fill == 15);
endmodule
```
**design/flow/run.sh**
```bash
#!/bin/bash
# OpenROAD 26Q1-2900-gdf79404cd8, Yosys 0.63+post, stock flow scripts
make -C /OpenROAD-flow-scripts/flow DESIGN_CONFIG=/design/flow/config.mk WORK_HOME=/design/flow/orfs finish
```
**design/flow/config.mk**
```make
export PLATFORM = sky130hd
export DESIGN_NAME = VC1
export DESIGN_NICKNAME = VC1
export VERILOG_FILES = /design/flow/design.v
export SDC_FILE = /design/flow/constraint.sdc
export NUM_CORES = 4
export LEC_CHECK = 1
export CORE_UTILIZATION = 40
```
**design/flow/constraint.sdc**
```tcl
current_design VC1

set clk_period 4.5
set clk_io_pct 0.2

create_clock -name clk0 -period $clk_period [get_ports {clk}]

set non_clock_inputs [all_inputs -no_clocks]
set_input_delay [expr $clk_period * $clk_io_pct] -clock clk0 $non_clock_inputs
set_output_delay [expr $clk_period * $clk_io_pct] -clock clk0 [all_outputs]
```
==> ci_impl_report.md <==
### Flow metrics

| Metric | Value |
|---|---|
| CP Depth | 5 |
| Gpl congestion | 0.8386 |
| Max-slew headroom | 47.77% |
| Routed vias/inst | 5.410 |
| FF-to-FF Start | VC1.o_fill[0] |
| Vias in the first global route | 4,251 |
| CP max FO | 24 |
| Synth cell types | 46 |
| Fmax | 271.9 MHz |
| Worst path max stage delay | 600 ps |
| Cell type with the largest total area | edfxtp_1 |
| Die Width | 131.7 um |
| CTS Buf Count | 17 |
| Least-Margin Pin Slew | 776.3 ps |
| Minimum clock period | 3678 ps |
| Flops out of synthesis | 150 |
| Post-placement cell area | 7147 um^2 |
| Floorplan Utilization | 40.72% |
| Worst Hold Class | reg -> reg |
| Post-CTS Hold Fix Bufs | 0 |
| Largest net degree at the start of global routing | 33 |
| FF-to-FF setup slack | 2040 ps |
| I/O Pins | 21 |
| Cells in synth_stat.txt | 524 |
| Die Ht | 131.7 um |
| Hold path endpoint | VC1.overrun |
| H-Tree Depth | 4 |
| Unrepaired setup endpoints after global routing | no |
| Critical path's top delay family | multiplexers |
| CTS sink cnt | 150 |
| Dominant cell area share | 42.84% |
| Yosys stat area | 6729 um^2 |
| Dpl hpwl | 8495 um |
| HP Start | VC1.overrun |
| GRT Util Overall | 16.69% |
| Min setup slack post-route | 822.4 ps |
| Via count | 4,187 |
| Bufs and invs on worst path | 2 |
| Avg WL per Cell | 16.71 um |
| Post-synth EDFFs | 96 |
| Layout area overhead | 14.34% |
| Cell with the most instances after synthesis | edfxtp_1 |
| Core area | 16,520 um^2 |
| Fin Setup TNS | 0 ps |
| Post-synth ARST share | 0% |
| Detailed Route Iter0 Violations | 146 |
| Standard-cell rows | 47 |
| Max clock buf depth | 2 |
| Fraction of layout cells with a size suffix above 1 | 13.72% |
| CTS tree | done |
| Detailed Routing Iterations Pass 1 | 4 |
| Area of the die | 17,340 um^2 |
| DRC viols | 0 |
| Dominant register cell | edfxtp_1 |
| Most Frequent Cell on Critical Path | mux4_2 |
| Pre-CTS setup slack | 1109 ps |
| Fin area | 7694 um^2 |
| CTS clk-pin slew, worst paths | 60 ps |
| Log Warnings | 30 |
| I/O Buffers | 20 |
| P_leak | 2.617 nW |
| Cells after Synth | 524 |
| Total power | 4.177 mW |
| Post-CTS Setup Bufs | 0 |
| Syn_area_per_cell | 12.84 um^2 |
| Routed Antenna Nets | 0 |
| Hold Fails Final Rpt | 0 |
| Crit path DRT | 3600 ps |
| Post_cts resized | 0 |
| Final Non-Filler Cells | 774 |
| Drt total wl | 12,930 um |
| Max_cap viols | 0 |
| # setup viols final | 0 |
| Peak supply drop | 0.0004891 V |
| Ys Warns | 1 |
| Synth top cells by count | 96 x edfxtp_1, 54 x dfxtp_1, 48 x nor2_1, 30 x mux4_2, 28 x xor2_1 |
| First-pass GRT wire length | 21,540 um |
| Worst reg2reg endpoint | VC1.o_fill[10] |
| Post-synth area hogs | edfxtp_1 43%, dfxtp_1 16%, mux4_2 10%, xor2_1 3.6%, nor2_1 2.7% |
| Worst Setup End Kind | output pin |
| Synth Seq Share | 58.91% |
| Clk root buf | clkbuf_16 |
| Crit-path cells | buf_4, mux4_2, mux4_2, and2_1, clkdlybuf4s50_1 |
| Clock Skew | 10.16 ps |
| Crit path kind | reg -> out |
| Placed cells | 743 |
| Hold Crit Depth | 2 |
| Critical Path Slowest Stage Cell | mux4_2 |
| Latency at later pin | 410 ps |
| Worst r2r path cells | 8 |
| Netlist Area Pre-Place | 6729 um^2 |
| Total congestion overflow | 0 |
| ANT cells | 0 |
| Status | complete, no violations |
| Critical path startpoint category | register |
| Initial antenna violation count | 0 |
| WP data arrival | 2780 ps |
| Fin crit share | 81.73% |
| Pwr Density | 543.0 nW/um^2 |
| Pins Over Slew Limit | 0 |
worst min-delay path, cell delays in order (launching register included):
cell and delay [ps]:
dfxtp_1 310, nand2b_1 60, a21boi_0 70
report_power, final:
part | switching (mW) | leakage, nW | internal, mW
sequential | 0.125 | 1.30 | 1.56
clock | 0.573 | 0.265 | 0.722
combinational | 0.645 | 1.05 | 0.553
cell families (layout without fill, tap and decap cells):
kind of cell / Yosys count / in the layout / synth area share (%)
DFF: 150 / 150 / 58.91
AOI/OAI and AO/OA: 45 / 45 / 4.816
adders and majority gates: 8 / 8 / 1.488
buffers and inverters: 43 / 73 / 2.696
and+or+nand+nor: 205 / 205 / 16.25
muxes: 41 / 41 / 11.68
xor gates and xnor gates: 32 / 32 / 4.165
how the worst max path moves through the flow:
| stage | startpoint | endpoint |
|---|---|---|
| 5_1_grt | register | VC1_data_out[1] |
| 4_1_cts | register | VC1_data_out[1] |
| 6_report | register | VC1_data_out[2] |
state kept, by name (all words and copies together), names as in the netlist, named ones only:
register      cells
VC1.mem          96
VC1.o_fill       16
VC1.overrun       1
VC1.rdaddr       16
VC1.underrun      1
VC1.wraddr       16
metrics by stage:
step           hold slack, ps  utilization [%]
2_1_floorplan           450.1                -
3_3_place_gp            462.1            43.25
3_5_place_dp            475.8            43.25
4_1_cts                 485.8            46.56
5_1_grt                 530.5            46.56
6_report                487.1            46.56
cells in the final DEF, fill, tap and decap left out, types with 4 or more instances in the layout:
master	synthesis	final
o21ai_0	12	12
clkdlybuf4s50_1	0	20
inv_8	0	4
inv_1	13	13
nor4_1	23	23
xor2_1	28	28
buf_4	0	9
nor3_1	7	7
nand2_1	26	26
or3_1	5	5
o2111ai_1	5	5
xnor2_1	4	4
and2_1	24	24
a21oi_1	8	8
mux2i_1	11	11
dfxtp_1	54	54
clkbuf_16	0	17
nor2_1	48	48
edfxtp_1	96	96
nand3_1	20	20
nand4_1	17	17
ha_1	8	8
mux4_2	30	30
nand2b_1	11	11
and3_1	9	9
metal layers:
metal	GRT usage, %	part of all wire, %
met4	1.809	1.1
met5	0	0
met3	7.447	7.4
met1	24.33	44
met2	25.43	48
cell type report:
class	count	area [um^2]
Fill cell	1432	8831
Sequential cell	150	3964
Multi-Input combinational cell	331	2591
Clock buffer	18	429.2
Tap cell	220	275.3
Timing Repair Buffer	29	267.8
Clock inverter	13	117.6
Inverter	13	48.80
Power figures rest on the tool's default switching activity, not on a simulated workload.
